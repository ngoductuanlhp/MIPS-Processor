==> design.v <==
module Register_File(read_register1, read_register2 ,write_register, write_data, RegWrite, clk, rst, read_data1, read_data2);
	input [4:0]read_register1,read_register2,write_register;
	input [31:0]write_data;
	input RegWrite,clk,rst;
	output [31:0]read_data1,read_data2;
	integer i;
	reg [31:0]register[0:31];
	assign read_data1 = (!rst) ? 32'b0: register[read_register1];
	assign read_data2 = (!rst) ? 32'b0: register[read_register2];
	always @(posedge clk or negedge rst)
	begin
		if(!rst) begin
			register[16]<=32'd0;
			register[17]<=32'd1;
			register[18]<=32'd2;
			register[19]<=32'd3;
			register[20]<=32'd4;
			register[21]<=32'd5;
		end
		else if(RegWrite)
			register[write_register]<=write_data;
	end
endmodule 
==> run.sh <==
#!/bin/bash
# OpenROAD 26Q1-2900-gdf79404cd8, Yosys 0.63+post, stock flow scripts
make -C /OpenROAD-flow-scripts/flow DESIGN_CONFIG=/design/flow/config.mk WORK_HOME=/design/flow/orfs finish
==> config.mk <==
export PLATFORM = sky130hd
export DESIGN_NAME = Register_File
export DESIGN_NICKNAME = Register_File
export VERILOG_FILES = /design/flow/design.v
export SDC_FILE = /design/flow/constraint.sdc
export NUM_CORES = 4
export LEC_CHECK = 1
export CORE_UTILIZATION = 30
==> constraint.sdc <==
current_design Register_File

set clk_period 5.6
set clk_io_pct 0.2

create_clock -name clk0 -period $clk_period [get_ports {clk}]

set non_clock_inputs [all_inputs -no_clocks]
set_input_delay [expr $clk_period * $clk_io_pct] -clock clk0 $non_clock_inputs
set_output_delay [expr $clk_period * $clk_io_pct] -clock clk0 [all_outputs]
==> results.json <==
{
  "most_common_cell": "nand3_1",
  "clock_latency_ps": 770,
  "grt_first_pass_wirelength_mm": 372.4,
  "die_w_um": 403.8,
  "fin_skew_ps": 0,
  "routabilityCongestion": 1.073,
  "clkTransAtPathRegs_ps": 60,
  "grt_overflow_total": 0,
  "place_ws_ps": 16.20,
  "grt_pass1_vias": 43620,
  "rr_endpoint": "register[21][27]$_DFFE_PN0P_",
  "drc": 0,
  "largest_register_ff_count": 1024,
  "syn_inst": 3948,
  "chip_area_mm2": 0.1631,
  "clock_sinks": 1024,
  "grt_max_degree": 70,
  "ys_cells": 3948,
  "outcome": "finished, violations left",
  "combGateArea_mm2": 0.01730,
  "antenna_found_initial": 16,
  "drtIter0Drc": 5203,
  "fp_util_pct": 30.20,
  "hp-class": "in2async",
  "grt_setup_unrepaired": "no",
  "arrival_ps": 4520,
  "cts_buffers": 111,
  "worstSetupStartpoint": "read_register2[3]",
  "slew_headroom_pct": 20.04,
  "fin_crit_ps": 5643,
  "drv_cap": 0,
  "setup_violations": 1,
  "tritoncts": "built",
  "ant_nets": 0,
  "routed_wl_mm": 278.6,
  "first_pass_iters": 18,
  "synth-async-reset-ratio_pct": 18.75,
  "power_density_mw_per_mm2": 315.2,
  "rrSetupSlack_ps": 4680,
  "num_vias": 43210,
  "htreeDepth": 3,
  "drt-wirelength-per-cell_um": 43.11,
  "worstReg2RegStart": "register[21][27]$_DFFE_PN0P_",
  "rows": 147,
  "flop_area_mm2": 0.02980,
  "cts-root-buf": "clkbuf_16",
  "syn_to_final_growth_pct": 20.28,
  "critPathRequiredTime_ps": 4480,
  "slew_viol_final": 0,
  "setup_ws_ps": -43.02,
  "finalHoldViolCount": 0,
  "ys_area_mm2": 0.04844,
  "ys_seq_share_pct": 61.52,
  "coreArea_mm2": 0.1604,
  "netlist_area_mm2": 0.04844,
  "cp-endpoint": "read_data2[26]",
  "yosys_warnings": 2,
  "edf_count": 832,
  "max_freq_mhz": 177.2,
  "ys_seq_elements": 1024,
  "path_max_fanout": 24,
  "warnings": 26,
  "top_regs": "register x1024",
  "track_usage_pct": 35.50,
  "synth_area_leader_cell": "edfxtp_1",
  "violations": "setup timing",
  "dpl.hpwl_mm": 175.9,
  "critPathCaptureType": "primary output",
  "viasPerCell": 6.685,
  "ir_worst_vdd_mv": 0.2699,
  "critPathLaunchType": "input port",
  "io_buffers": 113,
  "synth.top_cell.area_share_pct": 51.58,
  "fin_crit_sh_pct": 100.8,
  "hold_buffers": 0,
  "ys_top_cells_by_area": "edfxtp_1 52%, dfrtp_1 9.6%, nand3_1 8.8%, mux2_2 4.7%, a22oi_1 4.5%",
  "drive_gt1_share_pct": 20.75,
  "fillCellCount": 15480,
  "synth_cell_type_count": 82,
  "yosys-top-cells-count": "852 x nand3_1, 832 x edfxtp_1, 292 x a22oi_1",
  "fin_hold_ws_ps": 236.3,
  "p_leak_nw": 19.66,
  "tightestPinTransition_ps": 1197,
  "syn_avg_cell_area_um2": 12.27,
  "ff_type": "edfxtp_1",
  "clock_path_buffers": 3,
  "utilization_pct": 36.33,
  "fp.dieH_um": 403.8,
  "path_class": "in2out",
  "ios": 114,
  "largest_register": "register",
  "rr_worst_depth": 1
}
## worst min path at each step
| stage | start | endpoint | slack (ps) | cells past startpoint |
|---|---|---|---|---|
| 4_1_cts | rst | register[17][25]$_DFFE_PN0P_ | 240 | 1 |
| 5_1_grt | rst | register[17][25]$_DFFE_PN0P_ | 270 | 1 |
| 6_report | rst | register[17][25]$_DFFE_PN0P_ | 240 | 1 |
## critical path: stages
cell,delay (ps)
buf_2,500
and3b_2,600
buf_12,330
nand3_1,100
nand4_1,120
a2111oi_1,680
a31oi_1,410
buf_4,240
clkdlybuf4s50_1,390
## where the power goes
part	switching (mW)	internal, mW
Sequential	0.332	8.56
Clock	3.30	4.37
Combinational	1.17	0.634
## layer usage
layer	global-route usage, %	routed length [um]	share of wire, %
met5	5.442	1046	0.38
met4	21.92	23540	8.4
met3	27.82	52800	19
met2	47.17	112900	41
met1	38.87	88360	32
## cell families (layout without fill, tap and decap cells)
| kind of cell | Yosys count | in the layout | synth area share [%] |
|---|---|---|---|
| buffers and inverters | 375 | 717 | 3.611 |
| muxes | 226 | 226 | 5.205 |
| AOI/OAI and AO/OA | 686 | 686 | 10.64 |
| DFF | 1024 | 1024 | 61.52 |
| other | 0 | 13 | 0 |
| and+or+nand+nor | 1637 | 1637 | 19.03 |
## cell type report
class / count / area share [%]
multi-input combinational: 2549 / 29.69
timing repair buffer: 499 / 8.023
sequential: 1024 / 51.14
clock inverter: 61 / 1.042
inverter: 6 / 0.03866
tap: 2160 / 4.639
antenna: 13 / 0.05584
clock buffer: 151 / 5.373
## layout by cell type (no fill, tap or decap), types with 56 or more instances in the layout
master,synthesis,final
nand3_1,852,852
edfxtp_1,832,832
buf_4,17,332
a22oi_1,292,292
nand4_1,228,228
mux2_2,203,203
dfrtp_1,185,185
and3_1,167,165
clkbuf_16,0,113
clkdlybuf4s50_1,0,102
o21ai_0,81,81
a22o_1,75,75
a31oi_1,66,65
and4_1,60,60
nor4_1,56,56
## timing repair
item	CTS	global route
buffers inserted	0	3
endpoints found under the hold margin	0	0
setup endpoints to repair	0	5
gates resized	0	3
## metrics by stage
step                cell area (um^2)  instances  TNS (ps)  power, mW
global route                   58240       6453         0      18.69
finish                         58260       6463    -43.02      18.36
global placement               54460       6235    -11.13      10.73
CTS                            58200       6447         0      18.29
floorplan                      48440       3948         0      9.653
detailed placement             54460       6235         0      10.74
No activity file was given, so power comes from the tool's default toggle rates.
