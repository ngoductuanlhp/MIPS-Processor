`flow/design.v`:
```
module ALU_Cal(ALU_out, Zero, overflow, ALUControl, read_data1, data2,data2_c,rst,clk);
	output [31:0] ALU_out;
	output Zero,overflow;
	input [31:0]read_data1;
	input [31:0]data2;
	input [3:0]ALUControl;
	input rst,clk;
	output [31:0]data2_c;
	wire [31:0]sum,diff,product;
	wire overflow1,overflow2,overflow3;
	Two_Complement m1(data2_c,data2);
	Adder_32bit 	m2(sum,overflow1,read_data1,data2);
	Adder_32bit 	m3(diff,overflow2,read_data1,data2_c);
	Multiply 		m4(read_data1,data2,clk,rst,product,overflow3);
	assign ALU_out = 	(ALUControl == 4'b0010) ? sum :  
				(ALUControl == 4'b0110) ? diff :  
				(ALUControl == 4'b1000) ? product :  
				(ALUControl == 4'b0000) ? (read_data1 & data2) :  
				(ALUControl == 4'b0001) ? (read_data1 | data2) :  
				(read_data1 < data2);  
	assign Zero = (ALU_out == 0) ? 1 : 0;
	assign overflow = 	(ALUControl == 4'b0010) ? overflow1:
				(ALUControl == 4'b0110) ? overflow2:
				(ALUControl == 4'b1000) ? overflow3:
				1'b0;
endmodule	
module Adder_32bit (sum, overflow, data1, data2);
	output [31:0]sum;
	output overflow;
	input [31:0]data1,data2;
	wire  carry_out;
	wire [31:0] carry;
	genvar i;
   	generate 
		for(i=0; i<32; i=i+1)
			begin: Adder_32bit
				if(i==0) 
					half_adder f(sum[0], carry[0], data1[0], data2[0]);
				else
					full_adder f(sum[i], carry[i], data1[i], data2[i], carry[i-1]);
			end
   	endgenerate
	assign carry_out = carry[31];
	assign overflow=(data1[31]==1'b0 & data2[31]==1'b0 & sum[31]==1'b1)|(data1[31]==1'b1 & data2[31]==1'b1 & sum[31]==1'b0);
endmodule 
module half_adder(out, carry, in1, in2);
   output out, carry;
	input in1, in2;
   assign out = in1^in2;
   assign carry = in1&in2;
endmodule  
module full_adder(out, carry_out, in1, in2, carry_in);
   output out, carry_out;
	input in1, in2, carry_in;
	assign out = (in1^in2) ^ carry_in;
	assign carry_out = (in1&carry_in) | (in1&in2) | (in2&carry_in);
endmodule  
module Multiply(
data1,data2,clk,rst,out,overflow
);
input [31:0]	data1,data2;
input 		clk,rst;
output reg	[31:0]	out;	
output reg 	overflow;
reg	[63:0]	product;
reg [5:0]count;
reg [2:0]state;
reg [2:0]substate;
wire [31:0]sum;
wire add_overflow;
wire [31:0]data1_m,data2_m;
wire [31:0]multiplier,multiplicant;
wire [31:0]product_m;
Adder_32bit m0(sum,add_overflow,multiplicant,product[63:32]);
Two_Complement m1(multiplicant_m,multiplicant);
Two_Complement m2(multiplier_m,multiplier);
Two_Complement m3(product_m,product[31:0]);
assign multiplicant	=	(data1[31]==0) ? data1 : data1_m;
assign multiplier	=	(data2[31]==0) ? data2 : data2_m;
always@(posedge clk or negedge rst) begin
	if(~rst) begin
		count	<=	6'b0;
		state	<=	4'b0;
		substate<=	4'b0;
		product	<=	32'b0;
	end
	else begin
		case(state)
		0:begin
			product	<=	{32'b0,multiplier};
			state	<=	4'd1;
		end	
		1:begin
			if(count >= 32 )
				state	<=	2;
			else begin
				case(substate)
				0:begin
					if(product[0] == 1'b0)
						substate<=	2;
					else
						substate<=	1;
				end
				1:begin
					product[63:32]	<=	sum;
					substate	<=	2;
				end
				2:begin
					product		<=	{1'b0,product[63:1]};
					substate	<=	3;
				end
				3:begin
					count		<=	count + 1'b1;
					substate	<=	0;	
				end
				endcase
			end
		end
		2:begin
			if(data1[31]^data2[31]==0)
				out	<=	product[31:0];
			else
				out	<=	product_m;
			if(product[63:32]!=32'b0)
				overflow	<=	1;
			else 
				overflow	<=	0;
			state	<=	3;
		end
		endcase
	end
end
endmodule
module Two_Complement(out, data);
	output [31:0]out;
	input [31:0]data;
	wire [31:0]one_complement;
	assign one_complement = ~data;
	Adder_32bit adder(out, overflow, one_complement, 32'd1);
endmodule 
```
`flow/run.sh`:
```
#!/bin/bash
# OpenROAD 26Q1-2900-gdf79404cd8, Yosys 0.63+post, stock flow scripts
make -C /OpenROAD-flow-scripts/flow DESIGN_CONFIG=/design/flow/config.mk WORK_HOME=/design/flow/orfs finish
```
`flow/config.mk`:
```
export PLATFORM = sky130hd
export DESIGN_NAME = ALU_Cal
export DESIGN_NICKNAME = ALU_Cal
export VERILOG_FILES = /design/flow/design.v
export SDC_FILE = /design/flow/constraint.sdc
export NUM_CORES = 4
export LEC_CHECK = 1
export CORE_UTILIZATION = 30
```
`flow/constraint.sdc`:
```
current_design ALU_Cal

set clk_period 19.9
set clk_io_pct 0.2

create_clock -name clk0 -period $clk_period [get_ports {clk}]

set non_clock_inputs [all_inputs -no_clocks]
set_input_delay [expr $clk_period * $clk_io_pct] -clock clk0 $non_clock_inputs
set_output_delay [expr $clk_period * $clk_io_pct] -clock clk0 [all_outputs]
```
==> out/metrics.csv <==
stage;metric;value;unit
status;outcome;finished with violations;
status;failed_checks;negative setup slack;
setup_path;slowest_delay;430;ps
final_layout;drive_gt1_share;15.8;%
final_layout;final_core_util;37.2;%
logic_synthesis;ys_area;11500;µm²
logic_synthesis;synthSimpleGateAreaFrac;10.5;%
logic_synthesis;ys_sh_xor;0.607;%
setup_path;end_kind;output port;
logic_synthesis;syn_inst;1233;
power_and_ir_drop;power_density;74.1;nW/µm²
logic_synthesis;ys_seq_elements;110;
setup_path;cp_max_fo;2;
route;drt_iter0_drc;506;
min_path;hold_start;m4.count[4]$_DFFE_PN0P_;
clock_network;clockBufferDepth;2;
clock_network;numCtsBuffers;9;
job;drv_cap;0;
sta;tightest_slew;854;ps
setup_path;cp.required;15920;ps
route;first_pass_iters;5;
global_routing;grt_max_degree;65;
global_routing;grt_pass1_vias;8859;
sta;period_minus_slack;20280;ps
sta;relSlewSlack;42.8;%
global_routing;overflow;0;
final_layout;mostFrequentLayoutCells;inv_1 (171), ha_1 (157), nand2_1 (124);
die;core_area;37800;µm²
min_path;holdPathStages;1;
logic_synthesis;synth-edff-count;33;
setup_path;rrSetupSlack;5960;ps
logic_synthesis;yosysWarnings;70;
placement;gp_congestion;0.956;
power_and_ir_drop;power.static_leakage;6.71;nW
sta;setup_viol;2;
logic_synthesis;ys_top_logic_family;adder cells;
sta;final_max_slew_viol_count;0;
setup_path;cp.arrival;16300;ps
final_layout;combGateArea;7670;µm²
min_path;min_to;m4.count[4]$_DFFE_PN0P_;
logic_synthesis;synth_cell_types;51;
clock_network;htree_num_levels;3;
setup_path;start_kind;input port;
global_routing;track_usage;18.2;%
setup_path;r2r-end;m4.product[62]$_DFFE_PN0P_;
job;warning_count;94;
die;fp-utilization;30.6;%
die;io_pins;136;
route;n_antenna_cell;0;
die;die_w;198;µm
setup_path;cpMostUsedCell;fa_2;
die;num_rows;71;
final_layout;layout_top_cell;inv_1;
power_and_ir_drop;ir_drop;0.0000400;V
route;ant_nets;0;
final_layout;fillerInstances;3633;
final_layout;syn_to_final_growth;21.7;%
route;drc;0;
placement;dp_hpwl;27.0;mm
clock_network;cts_root_buffer;clkbuf_16;
logic_synthesis;yosysCellCount;1233;
sta;hold_viol;0;
placement;io_buffer_count;135;
placement;dpl.cell_count;1853;
setup_path;cp_slowest_cell;or4_1;
logic_synthesis;async_flop_share;70.0;%
placement;dpl_worst_slack;-1640;ps
final_layout;fin_cells;1874;
sta;max_freq;49.3;MHz
clock_network;clk_latency;360;ps
sta;holdWs;480;ps
setup_path;reg2reg_depth;36;
logic_synthesis;compound_area_share;12.1;%
logic_synthesis;ys_seq_share;25.3;%
global_routing;antenna_found_initial;2;
sta;setup_slack;-376;ps
route;totalWireLength;33.4;mm
sta;skew;12.0;ps
sta;period_used_share;102;%
die;chipHeight;198;µm
setup_path;path_delay_family;adder cells;
clock_network;clk_pin_slew;80;ps
route;num_vias;8799;
final_layout;flop_area;2920;µm²
setup_path;path_class;input port to output port;
die;chipArea;39200;µm²
logic_synthesis;synth_adder_area_share;33.1;%
logic_synthesis;ys_sh_mux;8.06;%
logic_synthesis;netlist_area;11500;µm²
setup_path;r2r_start;m4.product[32]$_DFFE_PN0P_;
logic_synthesis;postSynthAreaPerCell;9.36;µm²
logic_synthesis;ys_dominant_reg_cell;dfrtp_1;
sta;rsz0062_at_grt;true;
clock_network;cts_num_sinks;110;
global_routing;grt_first_pass_wirelength;51.5;mm
setup_path;cp_num_buf_inv;4;
clock_network;cts_tree;yes;
route;via_per_inst;4.70;
route;wire_per_inst;17.8;µm
min_path;hp-class;flop to flop;
[cells in the mapped netlist, drive strengths merged (2+ instances only)]
| master | n | share of area [%] |
|---|---|---|
| mux2i | 58 | 5.0 |
| xnor2 | 7 | 0.53 |
| nor4 | 19 | 1.1 |
| fa | 90 | 16 |
| a21oi | 96 | 4.2 |
| buf | 57 | 3.6 |
| nand2b | 20 | 1.1 |
| o21ai | 92 | 4.0 |
| ha | 161 | 17 |
| a31oi | 5 | 0.27 |
| a32o | 19 | 1.6 |
| or4 | 2 | 0.13 |
| nor2b | 5 | 0.27 |
| or2 | 4 | 0.22 |
| nor3 | 4 | 0.17 |
| mux2 | 31 | 3.0 |
| a21o | 3 | 0.20 |
| inv | 176 | 5.7 |
| o31ai | 4 | 0.26 |
| nand2 | 124 | 4.0 |
| dfstp | 2 | 0.46 |
| nand3 | 8 | 0.35 |
| dfrtp | 75 | 16 |
| clkbuf | 32 | 1.0 |
| nor2 | 64 | 2.1 |
| nand4 | 7 | 0.38 |
| and2 | 3 | 0.16 |
| o22ai | 15 | 0.81 |
| a211oi | 3 | 0.20 |
| edfxtp | 33 | 8.6 |
[per-stage QoR]
stage | TNS (ps) | power [mW] | area [µm²]
floorplan | 0 | 0.698 | 11700
global placement | -6240 | 0.844 | 13600
detailed placement | -6380 | 0.857 | 13600
CTS | -1300 | 1.05 | 14000
global route | -1760 | 1.14 | 14000
finish | -712 | 1.04 | 14000
[kinds of logic (layout without fill, tap and decap cells)]
| family | count (synthesis) | after routing |
|---|---|---|
| other | 1 | 1 |
| AND/OR/NAND/NOR | 266 | 266 |
| flip-flops | 110 | 110 |
| multiplexers | 89 | 89 |
| XOR/XNOR | 8 | 8 |
| buffers and inverters | 265 | 395 |
| AND-OR/OR-AND | 243 | 243 |
| adder cells (fa/ha/maj) | 251 | 251 |
[layout make-up]
| type | instances | share of cell area (%) |
|---|---|---|
| clock buffer | 9 | 1.60 |
| clock inverter | 7 | 0.562 |
| inverter | 176 | 4.74 |
| multi-input combinational | 858 | 54.6 |
| sequential | 110 | 20.8 |
| tap | 511 | 4.55 |
| timing repair buffer | 203 | 13.1 |
[routing by layer]
metal | global-route usage, % | up-vias | part of all wire (%)
met5 | 0 | - | 0.081
met4 | 2.18 | 4 | 1.5
met3 | 4.91 | 28 | 7.2
met2 | 27.6 | 242 | 45
met1 | 27.3 | 4188 | 47
li1 | - | 4337 | -
[what timing repair did]
| item | 4_1_cts | 5_1_grt |
|---|---|---|
| buffers inserted | 6 | 0 |
| gates resized | 56 | 9 |
| hold buffers | 0 | 0 |
| setup endpoints to repair | 8 | 5 |
| pin swaps | 42 | 31 |
[where the power goes]
group	internal, mW	switching [mW]
Clock	0.0898	0.0949
Combinational	0.244	0.255
Sequential	0.298	0.0591
[state kept, by name (all words and copies together) (netlist names)]
register / flops
m4.product: 64
m4.out: 32
m4.count: 6
m4.substate: 4
m4.state: 3
m4.overflow: 1
[how the worst max path moves through the flow]
| stage | slack (ps) | cells past startpoint | startpoint | end |
|---|---|---|---|---|
| 4_1_cts | -650 | 40 | data2[0] | Zero |
| 5_1_grt | -760 | 43 | data2[0] | overflow |
| 6_report | -380 | 40 | data2[0] | Zero |
Power is estimated from default activity; no workload was simulated.
