[flow/config.mk]
export PLATFORM = sky130hd
export DESIGN_NAME = Data_Memory
export DESIGN_NICKNAME = Data_Memory
export VERILOG_FILES = /design/flow/design.v
export SDC_FILE = /design/flow/constraint.sdc
export NUM_CORES = 4
export LEC_CHECK = 1
export CORE_UTILIZATION = 40
[flow/constraint.sdc]
current_design Data_Memory

set clk_period 5.9
set clk_io_pct 0.2

create_clock -name clk0 -period $clk_period [get_ports {clk}]

set non_clock_inputs [all_inputs -no_clocks]
set_input_delay [expr $clk_period * $clk_io_pct] -clock clk0 $non_clock_inputs
set_output_delay [expr $clk_period * $clk_io_pct] -clock clk0 [all_outputs]
[flow/design.v]
	module Data_Memory (read_data , address , write_data , MemWrite , MemRead , clk, rst);
	output [31:0]read_data;
	input[31:0]address,write_data;
	input MemWrite, MemRead, clk, rst;
	reg [31:0]data_mem[0:19];  
	wire [4:0]address_temp = address[6:2];
	integer i;
	assign read_data=(MemRead==1'b1)?data_mem[address_temp]:32'b0;
	always @(posedge clk or negedge rst) begin
		if(!rst) begin
			data_mem[0] <= 32'd0;
			data_mem[1] <= 32'd1;
			data_mem[2] <= 32'd2;
			data_mem[3] <= 32'd3;
			data_mem[4] <= 32'd4;
			data_mem[5] <= 32'd5;
			data_mem[6] <= 32'd6;
			data_mem[7] <= 32'd7;
			data_mem[8] <= 32'd8;
			data_mem[9] <= 32'd9;
			for(i=10;i<15;i=i+1) begin
				data_mem[i]<=32'b0;
			end
		end
		else if(MemWrite)
			data_mem[address_temp] <= write_data;
	end
endmodule 
[flow/run.sh]
#!/bin/bash
# OpenROAD 26Q1-2900-gdf79404cd8, Yosys 0.63+post, stock flow scripts
make -C /OpenROAD-flow-scripts/flow DESIGN_CONFIG=/design/flow/config.mk WORK_HOME=/design/flow/orfs finish
==> results.json <==
{
  "layout_cells_excl_fill": 2982,
  "io_buffers": 72,
  "numSynthFlops": 640,
  "route.vias.total": 18300,
  "largest-register": "data_mem",
  "grt_max_degree": 115,
  "min-delay-start": "data_mem[14][23]",
  "cts.root.buffer_cell": "clkbuf_16",
  "critical_path.startpoint": "address[5]",
  "synth_cells": 1945,
  "fin_setup_tns_ps": 0,
  "cts_buffer_depth": 3,
  "floorplan.core_util_pct": 40.7,
  "critical_path.endpoint_type": "primary output",
  "yosysWarningCount": 2,
  "synthArstFlopShare_pct": 75.0,
  "cts_made_buffers": 69,
  "chipWidth_um": 265,
  "critical_path.startpoint_type": "primary input",
  "critical_path.reg2reg.endpoint": "data_mem[2][28]",
  "track_usage_pct": 28.1,
  "first_iter_violations": 1250,
  "io_pins": 100,
  "routed_via_density": 6.14,
  "fin_worst_skew_ps": 0,
  "top_cell": "mux2_2",
  "synthDominantCellAreaShare_pct": 42.1,
  "placed_cell_area_mm2": 0.0298,
  "layout-drive-gt1-share_pct": 36.8,
  "avgSynthCellArea_um2": 14.2,
  "reg.largest.list": "data_mem: 640 flops",
  "antenna_violations_before_repair": 2,
  "drt.antenna.violating_nets": 0,
  "clock_sinks": 640,
  "synthTopCellsByArea": "dfrtp_1 42%, mux2_2 19%, edfxtp_1 17%",
  "hold_class": "flip-flop to flip-flop",
  "cp_max_fo": 8,
  "clock_insertion_delay_at_the_later_pin_of_the_skew_report_ps": 610,
  "routabilityCongestion": 0.908,
  "wl_um": 91100,
  "criticalPathCategory": "primary input to primary output",
  "prevailing_post_synth_register_cell": "dfrtp_1",
  "peakVddDrop_uv": 187,
  "die.size.y_um": 265,
  "worst_r2r_startpoint": "data_mem[2][28]",
  "synth_cell_types": 67,
  "drv.max_cap_violation_count": 0,
  "r2r_slack_ps": 5100,
  "post_cts_buffers": 0,
  "timing.final.setup_violations": 0,
  "count_of_h_tree_levels_built_during_cts": 3,
  "final_util_pct": 47.3,
  "postSynthSeqShare_pct": 61.0,
  "power_per_cell_area_mw_per_mm2": 343,
  "final-max-slew-violation-count": 0,
  "drc_errors": 0,
  "final_period_demand_of_the_worst_path_ps": 5560,
  "die_area_mm2": 0.0701,
  "grt_pass1_wl_um": 134000,
  "grt_pass1_vias": 19000,
  "cts.clk_slew.worst_paths_ps": 60,
  "grt_setup_unrepaired": "false",
  "largest_register_ffs": 640,
  "floorplan.rows": 95,
  "cell_taking_the_most_area_after_synthesis": "dfrtp_1",
  "preCtsSetupSlack_ps": 414,
  "worst-endpoint-required_ps": 4720,
  "synth_stat.cells": 1945,
  "ctsHoldBuffers": 0,
  "syn_to_final_growth_pct": 16.1,
  "placeableCoreArea_mm2": 0.0678,
  "post_synthesis_instance_area_mm2": 0.0276,
  "grt.overflow.total": 0,
  "dr.pass1.iters": 5,
  "synth-area-yosys_mm2": 0.0276,
  "wl_per_cell_um": 30.6,
  "ctsResizeCount": 0,
  "critical_path_arrival_ps": 4380,
  "timing.hold.worst_path_depth": 1,
  "post-route-cell-area_mm2": 0.0321,
  "dp.cells": 2853,
  "fmax_mhz": 180,
  "outcome": "complete, no violations",
  "setup_ws_post_layout_ps": 341,
  "hold_ws_ps": 493,
  "final-hold-violation-count": 0,
  "tally_of_openroad_warnings": 54,
  "worst-r2r-cell-count": 1,
  "p_total_mw": 11.0,
  "worst_slew_pin_slew_ps": 967,
  "critical_path.endpoint": "read_data[12]",
  "relSlewSlack_pct": 35.2,
  "tritoncts": "yes",
  "static-leakage-power_nw": 13.3,
  "post-dp-hpwl_um": 55100,
  "synth-edff-count": 160,
  "final_cycle_share_pct": 94.2,
  "top_cells_by_count": "478 x mux2_2, 465 x dfrtp_1, 160 x edfxtp_1"
}
## logic make-up after synthesis
group	count (synthesis)	share of synthesized area (%)
and+or+nand+nor	213	4.47
DFF	640	61.0
muxes	522	21.2
buffers and inverters	175	2.85
AOI/OAI and AO/OA	395	10.6
## final cells by class
cell class,count,area (µm²)
Fill cell,5719,35700
Multi-Input combinational cell,1130,10100
Clock buffer,111,2090
Timing Repair Buffer,204,1770
Antenna cell,1,2.50
Clock inverter,17,161
Sequential cell,640,16800
Tap cell,873,1090
Inverter,6,22.5
## worst min-delay path by stage
| stage | endpoint | slack [ps] |
|---|---|---|
| finish | data_mem[14][23] | 490 |
| global route | data_mem[5][19] | 510 |
| CTS | data_mem[14][23] | 500 |
## cells in the final DEF, fill, tap and decap left out, types with 9 or more instances in the layout
cell type        netlist  routed
a221oi_1              30      30
o22ai_1               12      12
mux2_2               478     478
dfrtp_1              465     465
a21oi_1               48      48
o21ai_0               36      36
nand4_1               14      14
a211oi_1              14      14
nand2_2                1      13
buf_4                  7     126
nor2_2                 5       9
nor2b_1               14      13
clkbuf_8               0      12
nor3_1                18      13
clkdlybuf4s50_1        0      66
a22oi_1              101     101
nor2_1                25      19
and3_1                17      15
and4_1                13      13
a31oi_1               25      25
nand2_1               39      27
a22o_1                47      47
edfxtp_1             160     160
mux2_1                13      13
dfstp_2               15      15
clkinv_2               0       9
nand3_1               17      16
mux2i_1               31      31
clkbuf_1              75      26
o2bb2ai_1             13      13
clkbuf_16              0      73
a2bb2oi_1             18      18
## worst max-delay path, stage by stage
cell and delay (ps):
clkdlybuf4s50_1 580, or3_1 560, nor2_1 520, nand2_1 110, a2111oi_0 600, o31a_1 310
clkdlybuf4s50_1 500
## power breakdown
part | switching, mW | internal (mW) | total, mW
sequential | 0.302 | 5.20 | 5.50
combinational | 0.568 | 0.662 | 1.23
clock | 1.76 | 2.52 | 4.28
total | 2.63 | 8.38 | 11.0
## routing by layer
metal  part of all wire (%)  track usage [%]
met5                   0.15             1.18
met4                    3.5             7.66
met3                     13             14.7
met2                     45             40.6
met1                     39             38.5
Power and IR drop assume default switching activity.
